===== design.v =====
module uart_rx(
    input clk_3125,
    input rx,
    output reg [7:0] rx_msg,
    output reg rx_parity,
    output reg rx_complete
    );
parameter IDLE = 3'b000,
          START = 3'b001,
          DATA = 3'b010,
          PARITY = 3'b011,
          STOP = 3'b100;
reg [2:0] state = IDLE;            
reg [2:0] bit_counter = 0;         
reg parity_calc = 0;               
reg [4:0] sample_counter = 0;      
reg [7:0] rx_data = 0;				 
reg parity;            
localparam BIT_PERIOD = 27;        
initial begin
	rx_msg = 0;
	rx_parity = 0;
	rx_complete = 0;
end
always @(posedge clk_3125) begin
	 if (state != STOP) begin
        rx_complete <= 0;
    end
    case (state)
		  IDLE: begin
				if(~rx) begin
					state <= START;
				end
		  end
        START: begin
            if (sample_counter == BIT_PERIOD) begin
                sample_counter <= 1;
					 state <= DATA;
            end else begin
                sample_counter <= sample_counter + 1;
            end
        end
        DATA: begin
            if (sample_counter == BIT_PERIOD) begin
                sample_counter <= 1;
                if (bit_counter == 7) begin
                    state <= PARITY;
						  bit_counter <= 0;
                end else begin
                    bit_counter <= bit_counter + 1;
                end
				end else if (sample_counter == 14) begin
					 rx_data[bit_counter] = rx;
					 sample_counter <= sample_counter + 1;
            end else begin
                sample_counter <= sample_counter + 1;
            end
        end
        PARITY: begin
            if (sample_counter == BIT_PERIOD) begin
                sample_counter <= 1;
					 state <= STOP;
            end else if (sample_counter == 14) begin
					 parity <= rx;  
					 sample_counter <= sample_counter + 1;
				end else begin
                sample_counter <= sample_counter + 1;
            end
        end
        STOP: begin
            if (sample_counter == BIT_PERIOD) begin
                sample_counter <= 1;
					 rx_parity <= parity;
                rx_msg <= rx_data;
                rx_complete <= 1;  
                state <= IDLE;  
            end else begin
                sample_counter <= sample_counter + 1;
            end
        end
    endcase
end
always@(*) begin
	parity_calc = ^rx_data;
end
endmodule

===== run.sh =====
#!/bin/bash
# OpenROAD 26Q1-2900-gdf79404cd8, Yosys 0.63+post, stock flow scripts
make -C /OpenROAD-flow-scripts/flow DESIGN_CONFIG=/design/flow/config.mk WORK_HOME=/design/flow/orfs finish

===== config.mk =====
export PLATFORM = sky130hd
export DESIGN_NAME = uart_rx
export DESIGN_NICKNAME = uart_rx
export VERILOG_FILES = /design/flow/design.v
export SDC_FILE = /design/flow/constraint.sdc
export NUM_CORES = 4
export LEC_CHECK = 1
export CORE_AREA = 10 10 107 107
export DIE_AREA = 0 0 117 117

===== constraint.sdc =====
current_design uart_rx

set clk_period 2.7
set clk_io_pct 0.2

create_clock -name clk0 -period $clk_period [get_ports {clk_3125}]

set non_clock_inputs [all_inputs -no_clocks]
set_input_delay [expr $clk_period * $clk_io_pct] -clock clk0 $non_clock_inputs
set_output_delay [expr $clk_period * $clk_io_pct] -clock clk0 [all_outputs]

==> summary.txt <==
Here are the numbers from the latest Yosys + OpenROAD run.

The run finished with clean final reports. The number of vias after detailed routing is 788. The leading register cell type out of synthesis is sky130_fd_sc_hd__edfxtp_1.

On the critical path, the stage with the largest delay is an instance of sky130_fd_sc_hd__edfxtp_1. The final antenna diode tally reported by the flow is 0. The share of total power in combinational logic came out at 1.7%.

By startpoint and endpoint, the worst setup path is classified as register to register. The largest total area in the synthesized netlist belongs to sky130_fd_sc_hd__edfxtp_1. The number of storage elements in the synthesis netlist is 30. Per STA, the worst path is made up of inv_1, ha_1, xor2_2, nor4_1, mux2_1.

The final weighted congestion of routability-driven global placement came out at 0.7704. The number of standard cells reported by yosys came out at 99. The first-iteration detailed-routing DRC count is 37. The number of hold violations in the final report is 0. Yosys reported that registers with async set or reset make up 0%. The sequential share of power is 57.7%. The cell area after synthesis is 1366 µm². The remaining max-slew budget at the tightest pin is 54.92%.

The transition time of the tightest slew-check pin came out at 0.6737 ns. The share of cells above drive strength 1 is 6.838%. The data arrival time at the worst-slack endpoint is 2.02 ns.

The setup violation total in the final timing report came out at 0. The number of H-tree levels is 2. The kind of end point of the critical path is a register. The worst hold margin came out at 0.4248 ns. STA lists the maximum fanout along the critical path as 9.

Counting every instance in the synthesized netlist gives 99. The number of global-route vias before repair came out at 799. The part of the power in the clock network came out at 40.6%.

Dividing the detail-routed via count by the number of cells gives 3.456. For this run the detailed placement stage logged an HPWL of 1.596 mm. In this run the tool buffered the top-level ports with 11 buffer cells. The final period demand of the worst path came out at 2.001 ns. Per the post-route antenna check, the number of violating nets is 0. The average wire per cell in the routed design came out at 9.715 µm. The unique cell type count in the Yosys netlist came out at 28. The total routing usage reported by global routing is 3.351%.

The die boundary width came out at 117 µm. The stat command in Yosys gives a chip area of 1366 µm². The latest clock arrival within the worst-skew pair came out at 0.27 ns. The worst-case clock buffer depth came out at 2. The number of fill cells in the layout came out at 991. The critical path endpoint has a required time of 2.72 ns. The post-route total power is 889.1 µW.

The maximum operating frequency came out at 499.8 MHz. The number of rows in the core area is 35. From bottom edge to top edge, the die measures 117 µm.

After synthesis, the cell types taking the most area are sky130_fd_sc_hd__edfxtp_1, sky130_fd_sc_hd__ha_1, sky130_fd_sc_hd__nand2_1. The count of synthesis-stage warnings from yosys came out at 1. Per STA, the highest per-stage delay on the worst path measures 0.51 ns.

The cell internal power dissipation came out at 723.5 µW. The cell type group with the largest total delay on the critical path is flip-flops. The proportion of total power due to net switching is 18.62%.

The number of gates resized after CTS is 0. The total I/O pin count came out at 12. The remaining global-route overflow came out at 0. The mean instance size in the synthesized netlist came out at 13.80 µm². After clock tree synthesis, the clock-pin slew on the worst setup and hold paths is 0.06 ns.

The portion of the post-synthesis area used by sequential elements came out at 65.20%. The initial antenna violation count came out at 0. STA classifies the critical path startpoint as a register. The TritonCTS buffer count is 5.

The tool flagged a number of max-cap violations equal to 0. Entering global routing, the biggest net connects 11 pins. The largest clock skew in the final design is 0.002186 ns. After floorplanning, the die was sized to cover 13,690 µm². The number of buffers added for setup after CTS came out at 0. The detailed-routing iteration count for the pre-antenna-repair pass is 4. The buffers plus inverters on the worst setup path is 1. Per the detailed-route log, wirelength across all metal layers totals 2.215 mm.

The tool warning count came out at 29. Looking at the clock tree report, the root buffer type is sky130_fd_sc_hd__clkbuf_8. The path class of the tightest hold or removal check is register to register. The number of buffers inserted for hold repair after clock tree synthesis came out at 0. In the final timing run, aggregate negative setup slack is 0 ns. The portion of synthesized cell area occupied by the leading cell type is 63.74%.

The residual DRC count is 0. The final timing report lists a max-slew violation count of 0. The highest supply drop recorded on VDD is 0.1610 mV.

Between the synthesized netlist and the finished layout, the area growth was recorded as 24.54%. The power density relative to cell area came out at 522.5 nW/µm². The net switching power of the design came out at 165.6 µW. The TritonCTS clock tree is done. The final critical-path share of the clock period is 74.11%. The synthesized design contains 29 enable-type register cells. The fraction of the core area occupied by cells at floorplan is 14.86%.

Setup repair after global routing left no endpoint under its margin. The first-pass GRT wire length is 3.781 mm. The clock net sink count came out at 30. The core region area came out at 9196 µm².

Summed over all cells, the static leakage comes to 0.5926 nW.
stage by stage:
stage / utilization, % / cells / instance area [µm²] / setup slack, ns
after global routing: 18.50 / 228 / 1702 / 0.5493
after global placement: 17.52 / 220 / 1612 / 0.7345
after detailed placement: 17.52 / 220 / 1612 / 0.7111
after CTS: 18.50 / 228 / 1702 / 0.6975
final: 18.50 / 228 / 1702 / 0.6992
after floorplan: - / 99 / 1366 / 0.8432
path summary, 6_finish.rpt:
check | start | to | slack [ns] | depth (start not counted)
worst max-delay path | bit_counter[0] | rx_data[4] | 0.70 | 5
worst min register to register | parity | rx_parity | 0.42 | 0
worst max register to register | bit_counter[0] | rx_data[4] | 0.70 | 5
worst min-delay path | parity | rx_parity | 0.42 | 0
area by class of cell:
class | instances | area, µm² | share of cell area (%)
sequential | 30 | 890.9 | 52.35
multi-input combinational | 65 | 460.4 | 27.06
tap | 111 | 138.9 | 8.162
timing repair buffer | 11 | 110.1 | 6.471
clock buffer | 8 | 90.09 | 5.294
inverter | 3 | 11.26 | 0.6618
registers in the layout (all words and copies together), names as in the netlist:
register and count:
bit_counter 3, parity 1, rx_complete 1, rx_data 8, rx_msg 8, rx_parity 1, sample_counter 5, state 3
synth_stat cells (all sizes together), types with 2 or more instances:
| library cell | number |
|---|---|
| a22o | 2 |
| o2bb2ai | 4 |
| nor2 | 11 |
| edfxtp | 29 |
| nand3 | 4 |
| mux2i | 2 |
| nor2b | 3 |
| xnor2 | 3 |
| inv | 3 |
| xor2 | 2 |
| nand2 | 12 |
| ha | 7 |
| nor3 | 2 |
| mux2 | 3 |
layout by cell type, fill, tap and decap left out, types with 2 or more instances in the layout:
master	synthesis	layout
sky130_fd_sc_hd__ha_1	7	7
sky130_fd_sc_hd__a22o_1	2	2
sky130_fd_sc_hd__edfxtp_1	29	29
sky130_fd_sc_hd__mux2_1	2	2
sky130_fd_sc_hd__nor2b_1	3	3
sky130_fd_sc_hd__o2bb2ai_1	4	4
sky130_fd_sc_hd__nand2_1	12	12
sky130_fd_sc_hd__xnor2_1	3	3
sky130_fd_sc_hd__inv_1	3	3
sky130_fd_sc_hd__mux2i_1	2	2
sky130_fd_sc_hd__clkbuf_8	0	6
sky130_fd_sc_hd__clkdlybuf4s50_1	0	11
sky130_fd_sc_hd__nand3_1	4	4
sky130_fd_sc_hd__nor3_1	2	2
sky130_fd_sc_hd__clkbuf_1	1	2
sky130_fd_sc_hd__nor2_1	11	11
metal layers:
metal | up-vias | routed length, µm | track usage (%)
li1 | 401 | - | -
met1 | 368 | 1075 | 4.706
met2 | 17 | 1007 | 5.287
met3 | 2 | 118 | 0.5676
met4 | 0 | 13 | 0.9061
met5 | - | 0 | 0
power by group through the flow:
stage	clock [mW]	combinational (mW)	sequential, mW
after CTS	0.373	0.0151	0.513
after global routing	0.393	0.0175	0.514
final	0.361	0.0151	0.513
cell families (layout without fill, tap and decap cells):
logic type	count (synthesis)	in the layout	synth area share, %
compound gates	9	9	5.586
fa+ha+maj	7	7	6.410
flops	30	30	65.20
buf+inv	4	22	1.099
xor+xnor	5	5	3.755
mux	5	5	3.938
simple gates	39	39	14.01
worst reg2reg max path, cell delays in order (launching register included):
cell                       delay (ns)
sky130_fd_sc_hd__edfxtp_1        0.51
sky130_fd_sc_hd__inv_1           0.11
sky130_fd_sc_hd__ha_1            0.28
sky130_fd_sc_hd__xor2_2          0.23
sky130_fd_sc_hd__nor4_1          0.28
sky130_fd_sc_hd__mux2_1          0.35
No activity file was given, so power comes from the tool's default toggle rates.
