## design/flow/design.v

```verilog
module ADC_Controller(
    input  dout, adc_sck,
    output adc_cs_n, din,
	 output reg [2:0] line_sensor
);
reg[11:0] dout_chx, dout_ch1 = 0, dout_ch4 = 0, dout_ch3 = 0;
reg[4:0] data_counter = 0;
reg[3:0] din_counter = 0, sp_counter = 0;
reg[2:0] channel_select = 0, channel = 0;
reg[2:0] mem1 [0:2];
reg adc_cs = 1, din_temp = 0, init = 1;
wire [11:0] left_value, center_value, right_value;
parameter [11:0] THRESHOLD = 12'd500;
always @(negedge adc_sck) begin
    if(init == 1) begin
        init = 0; mem1[0] = 1; mem1[1] = 4; mem1[2] = 3;
    end
    if (din_counter == 0) adc_cs = ~adc_cs;
    if (channel_select > 2) channel_select = 0;
    else if((din_counter >= 2) && (din_counter <= 4)) channel = mem1[channel_select];
    else if(din_counter == 15) begin
            adc_cs = ~adc_cs;
            channel_select = channel_select + 1'b1;
    end
    case(din_counter)
        2: din_temp = channel[2];
        3: din_temp = channel[1];
        4: din_temp = channel[0];
        default: din_temp = 0;
    endcase
    din_counter = din_counter + 1'b1;
end
always @(posedge adc_sck) begin
    if(sp_counter >= 4 && sp_counter <= 15) begin
        dout_chx = {dout_chx[10:0], dout};
    end
    sp_counter = sp_counter + 1'b1;
end
always @(negedge adc_sck) begin
    if(data_counter == 16) begin
        data_counter = 0;
        case(channel)
            1: dout_ch1 = dout_chx;
            4: dout_ch4 = dout_chx;
            3: dout_ch3 = dout_chx;
        endcase
    end
    data_counter = data_counter + 1'b1;
end
assign adc_cs_n = adc_cs;
assign din = din_temp;
assign left_value = dout_ch4;
assign center_value = dout_ch3;
assign right_value = dout_ch1;
always @(*) begin
    line_sensor = 3'b000;
    if (left_value > THRESHOLD) begin
        line_sensor[2] = 1; 
    end
    if (center_value > THRESHOLD) begin
        line_sensor[1] = 1; 
    end
    if (right_value > THRESHOLD) begin
        line_sensor[0] = 1; 
    end
end
endmodule
```

## design/flow/run.sh

```bash
#!/bin/bash
# OpenROAD 26Q1-2900-gdf79404cd8, Yosys 0.63+post, stock flow scripts
make -C /OpenROAD-flow-scripts/flow DESIGN_CONFIG=/design/flow/config.mk WORK_HOME=/design/flow/orfs finish
```

## design/flow/config.mk

```make
export PLATFORM = sky130hd
export DESIGN_NAME = ADC_Controller
export DESIGN_NICKNAME = ADC_Controller
export VERILOG_FILES = /design/flow/design.v
export SDC_FILE = /design/flow/constraint.sdc
export NUM_CORES = 4
export LEC_CHECK = 1
export CORE_UTILIZATION = 50
```

## design/flow/constraint.sdc

```tcl
current_design ADC_Controller

set clk_period 5.2
set clk_io_pct 0.2

create_clock -name clk0 -period $clk_period [get_ports {adc_sck}]

set non_clock_inputs [all_inputs -no_clocks]
set_input_delay [expr $clk_period * $clk_io_pct] -clock clk0 $non_clock_inputs
set_output_delay [expr $clk_period * $clk_io_pct] -clock clk0 [all_outputs]
```

==> run summary <==
fresh numbers from the pnr run: XOR/XNOR Area Share=2.48%, Final ANT Viol Nets=0, Max Slew Vio Count=0, Placed Cells=267, DR pass1 iterations=4, power per cell area=395 nW/um^2, vias per cell=4.70, CP Cell Sequence=o21a_1, o2111ai_2, nand2_1, dlygate4sd2_1, WL met3=248 microns, Largest logic family=simple AND/OR/NAND/NOR gates, Ports=7, Residual DRC=0, asr flop ratio synth=0%, clock buffer depth=2, Met1 Routed Length=2.13 mm, final hold violation count=0, Post-synth EDFFs=48, Synth cell types=41, status=completed, routability cong.=0.803, HPWL after detailed placement=2.74 mm, H-tree Lvls=3, CP max-delay cell=edfxtp_1, CTS Buf Count=9, Synth flops=79, Root Buffer=clkbuf_8, hold buffer count at cts=0, most frequent logic cell in the layout=inv_1, RSZ-0062 raised after global routing=false, Routed WL per cell=12.4 microns, Yosys chip area=2820 sq um, number of cells in Yosys stat=191, Global Route Usage Sum=16.6%, final instance area=3470 sq um, yosys adder share=4.44%, first-pass GRT wire length=7.09 mm, Synth warnings=2, Complex Gates by Area=5.77%, Peak VDD IR=0.218 mV, WL met2=1.86 mm, clk sink count=79, Fin Setup TNS=0 ns, Lkg Pwr=1.48 nW, fin worst setup slack=0.118 ns, clock latency (worst-skew pair)=0.38 ns, grt ovf=0, initial antenna violation count=0, top layer in use=met4, Placed Area=2990 sq um, ant diodes=0, WL final=4.29 mm, Mux area share=1.20%, number of DRC markers in iteration 0=80, Clock Skews=0.0498 ns, buffers added on ports=6, largest fanout on the critical path=1, largest net degree at the start of global routing=14, syn avg cell area=14.8 sq um, Setup crit start kind=register, FP Util=53.5%, CP Capture Type=primary output, worst hold start=sp_counter[0], Crit. Startpoint=dout_ch1[1], worst r2r src=dout_chx[3], CP max stage delay=0.35 ns, fin cells=345, simple-gate area share of the yosys netlist=10.5%, Via Count=1621, MaxCap Viol Count=0, CP Class=reg2out, Post-synth seq share=73.1%, layout cells sized above 1=9.09%, Hold Crit Class=reg2reg, CTS tree=built, vias in the first global route=1641, Layout area overhead=23.0%, Site Rows=26, CP Buf/Inv Count=1, Netlist Area Pre-Place=2820 sq um, Syn Inst Count=191, crit path DAT=4.04 ns, die height=77.1 microns, tool warnings=94, Data required, critical path=4.16 ns, Core Util, Final=65.8%, chip area=5940 sq um, final setup violation count=0, Worst path top cell family by delay=AND-OR/OR-AND gates, Setup Buffers After CTS=0, CTS clk-pin slew, worst paths=0.08 ns, core area=5270 sq um, Top FF cell, synth=edfxtp_1, most frequent cells in the layout=inv_1, edfxtp_1, dfxtp_1, chip width=77.1 microns, pre-CTS setup slack=0.313 ns
## metrics by stage
step | total power (W) | hold WS (ns)
after floorplan | 0.000746 | 0.370
after global placement | 0.000747 | 0.377
after detailed placement | 0.000747 | 0.387
after CTS | 0.00139 | 0.407
after global routing | 0.00145 | 0.419
final | 0.00137 | 0.405
## final cells by class
type	count	area (sq um)
clock buffer	9	124
clock inverter	70	347
fill	375	1800
inverter	12	45.0
multi-input combinational	96	722
sequential	79	2060
tap	70	87.6
timing repair buffer	9	82.6
## metal layers
layer  vias to the layer above  global-route usage, %
li1                        854                      -
met1                       728                   26.1
met2                        33                   22.1
met3                         6                   8.83
met4                         0                   4.53
met5                         -                      0
## registers in the layout, summed over array words and instances (netlist names), 4 cells and up
signal        cells
sp_counter        4
dout_ch4         12
data_counter      5
mem1              9
dout_ch3         12
din_counter       4
dout_chx         12
dout_ch1         12
## synth_stat cells, types with 2 or more instances
cell type  number  area (sq um)
nor2b_1         4          25.0
o2111ai_1       3          26.3
xnor2_1         5          43.8
nor3_1          4          20.0
edfxtp_1       48          1440
dfxtp_1        31           621
xor2_1          3          26.3
a21oi_1         5          25.0
o21a_1          3          22.5
mux2_1          3          33.8
nand2_1         8          30.0
ha_1           10           125
nand3_1         4          20.0
o311ai_1        2          17.5
o21ai_0         2          10.0
nor2_1          9          33.8
nor4b_1         2          17.5
or2_2           3          18.8
nand2b_1        3          18.8
clkbuf_1        2          7.51
and3_1          5          31.3
inv_1          13          48.8
## cells by family (layout without fill, tap and decap cells)
logic type,count (synthesis),after routing
other,1,1
multiplexers,3,3
flip-flops,79,79
adder cells (fa/ha/maj),10,10
AND-OR/OR-AND,23,23
buffers and inverters,16,100
AND/OR/NAND/NOR,51,51
XOR/XNOR,8,8
## power by group
| group | internal [W] | switching, W | total, W |
|---|---|---|---|
| Sequential | 0.000661 | 0.00000122 | 0.000662 |
| Combinational | 0.00000105 | 0.000000186 | 0.00000124 |
| Clock | 0.000380 | 0.000328 | 0.000708 |
| Total | 0.00104 | 0.000330 | 0.00137 |
## what timing repair did
action / CTS / global route
setup endpoints to repair: 3 / 1
gates resized: 4 / 1
pin swaps: 4 / 3
## worst paths after layout
path | to | slack, ns | cells after the start
max | line_sensor[0] | 0.12 | 4
min | sp_counter[0] | 0.41 | 1
max reg2reg | dout_ch3[3] | 1.89 | 0
min reg2reg | sp_counter[0] | 0.41 | 1
No activity file was given, so power comes from the tool's default toggle rates.
