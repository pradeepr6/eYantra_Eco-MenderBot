### ./config.mk
export PLATFORM = sky130hd
export DESIGN_NAME = color_sensor
export DESIGN_NICKNAME = color_sensor
export VERILOG_FILES = /design/flow/design.v
export SDC_FILE = /design/flow/constraint.sdc
export NUM_CORES = 4
export LEC_CHECK = 1
export CORE_UTILIZATION = 40
### ./constraint.sdc
current_design color_sensor

set clk_period 3.3
set clk_io_pct 0.2

create_clock -name clk0 -period $clk_period [get_ports {clk_1MHz}]
create_clock -name clk1 -period $clk_period [get_ports {cs_out}]

set non_clock_inputs [all_inputs -no_clocks]
set_input_delay [expr $clk_period * $clk_io_pct] -clock clk0 $non_clock_inputs
set_output_delay [expr $clk_period * $clk_io_pct] -clock clk0 [all_outputs]
### ./design.v
module color_sensor (
    input  clk_1MHz, cs_out,
    output reg [1:0] filter, color
);
initial begin  
    filter = 3; 
    color = 0;
end
reg [13:0] counter = 0;    
reg [15:0] red_count = 0;     
reg [15:0] green_count = 0;   
reg [15:0] blue_count = 0;    
parameter ST_RED=2'b00, ST_BLUE=2'b01, ST_CLEAR=2'b10, ST_GREEN=2'b11;
parameter WHITE_THRESHOLD = 350;  
parameter COLOR_THRESHOLD = 50;   
always @(posedge clk_1MHz) begin   
    if (counter == 15000) begin
        case (filter)
            ST_GREEN: begin
                filter = ST_RED;  
            end
            ST_RED: begin
                filter = ST_BLUE;  
            end
            ST_BLUE: begin
                filter = ST_CLEAR;  
                if (red_count > WHITE_THRESHOLD && green_count > WHITE_THRESHOLD && blue_count > WHITE_THRESHOLD) begin
                    color = 0;  
                end else begin
                    if (red_count > COLOR_THRESHOLD && red_count > green_count && red_count > blue_count)
                        color = 1;  
                    else if (green_count > COLOR_THRESHOLD && green_count > red_count && green_count > blue_count)
                        color = 2;  
                    else if (blue_count > COLOR_THRESHOLD && blue_count > red_count && blue_count > green_count)
                        color = 3;  
                    else
                        color = 0;  
                end
            end
            ST_CLEAR: begin
                filter = ST_GREEN;  
            end
        endcase
        counter = 0;   
    end
    counter = counter + 1;   
end
always @(posedge cs_out) begin
    red_count = (filter == ST_RED) ? red_count + 1 : red_count;
    green_count = (filter == ST_GREEN) ? green_count + 1 : green_count;
    blue_count = (filter == ST_BLUE) ? blue_count + 1 : blue_count;
    if (filter == ST_CLEAR) begin
        red_count = 0;
        green_count = 0;
        blue_count = 0;
    end
end
endmodule
### ./run.sh
#!/bin/bash
# OpenROAD 26Q1-2900-gdf79404cd8, Yosys 0.63+post, stock flow scripts
make -C /OpenROAD-flow-scripts/flow DESIGN_CONFIG=/design/flow/config.mk WORK_HOME=/design/flow/orfs finish
==> run summary <==
The synthesis and PnR run went through. The flow ran to the end, and the final reports show no timing, DRC or antenna violations. The number of gates resized after CTS was 0. The floorplan step set the die width to around 100 µm.

The via count of the first global-routing pass was just over 3000. Setup violation total in the final timing report landed at 0. Largest net degree at the start of global routing landed at 29. Number of warnings in the stage logs landed at 33. Boundary pin count landed at 6. Cell row count landed at 36. Per the run summary, max-cap violations total 0.

Number of antenna violations at the first check in global routing landed at 0. The gate-level netlist out of Yosys references roughly 44 unique cell types. Total wire length landed at about 8800 µm. After detailed routing, the number of remaining DRC violations is 0. TritonCTS built the clock tree. Total via count after detailed routing landed at roughly 3300.

Note that the worst hold path type here is reg -> reg. The data arrival time reported for the critical path is 2.42 ns. STA classifies the critical path endpoint as a register. The worst setup path is of the reg -> reg kind.

Max-slew check failures listed in the final report amount to 0. For reference, the final report shows the hold violation count at 0. Worst hold margin landed at 0.4275 ns. In this run the vertical extent of the chip is around 100 µm.

Global routing usage summed across all routing layers landed at 0.1859. Post-synth tally of flip-flops with integrated enable landed at 4. Remaining max-slew budget at the tightest pin landed at 0.4685. Post-CTS setup buffer count landed at 0. At the end of routability-driven placement, the weighted congestion stood at between 0.9 and 1. STA classifies the critical path startpoint as a register. Number of storage elements in the synthesis netlist landed at 66. Starting DRC count in detailed routing landed at 147. Input and output buffers added on the ports amount to 4. Post-synthesis average cell area landed at approximately 8.5 µm². The first global-routing pass estimated approximately 15000 µm of wire. The floorplan step defined a core boundary enclosing a little under 10000 µm². In this run the worst path has a maximum fanout of 6. CTS sink count landed at 66.

Total power normalized to cell area comes to 299.1 nW/µm². Worst clock skew landed at 0.005951 ns. The cell area that synthesis handed to floorplanning was 4104 µm².

Between the synthesized netlist and the finished layout, the area growth was recorded as 8.018%. The script logs the mean routed wire length per placed instance as between 10 and 15 µm. After synthesis, the share of flip-flops with an asynchronous set or reset is 0. The number of cells reported by Yosys stat comes to 484. Using the TritonRoute via totals, the vias-per-cell ratio works out to 5.212.

The most used flip-flop cell after synthesis is dfxtp_1. For this run, the detailed router's first-pass iteration total came to 4. Per Yosys stat, the portion of area used by sequential elements is 0.3317. Antenna cell count landed at 0. For this run, the number of Yosys warnings is 1. The transition time recorded at the tightest slew-check pin is 0.7900 ns. Setup repair after global routing left no endpoint under its margin. Post-synthesis chip area from yosys landed at 4104 µm².

CTS clock-pin slew for the worst setup and hold paths landed at approximately 0.090 ns. The total overflow left after global routing is 0. Area of the chip landed at 10670 µm². Placed wire-length estimate landed at 6760 µm. According to the timing report, the data required time at the worst endpoint equals 3.30 ns. The worst-case IR drop observed on VDD is 0.0002999 V.

The layout summary lists the proportion of cells stronger than drive strength 1 as 0.04049. The share of the core area taken by cells at floorplan is 0.4160. Synthesized instance count landed at 484. Adding up every negative setup slack in the final design gives 0 ns. Once detail routing completed, the nets flagged for antenna violations numbered 0. After clock tree synthesis, the flow added hold-fix buffers numbering 0. The script extracted a total leakage power of 1.838 nW.
[cell type report]
type / instances / area, µm²
Fill cell: 924 / 5431
Multi-Input combinational cell: 370 / 2560
Sequential cell: 66 / 1361
Tap cell: 133 / 166.4
Inverter: 41 / 153.9
Clock buffer: 9 / 123.9
Timing Repair Buffer: 6 / 55.05
Clock inverter: 2 / 12.51
[registers in the layout (all words and copies together) (netlist names)]
register and flops:
blue_count 16, color 2, counter 14, filter 2, green_count 16, red_count 16
[layer usage]
| metal | part of all wire | GRT usage |
|---|---|---|
| met1 | 0.54 | 0.3033 |
| met2 | 0.40 | 0.2692 |
| met3 | 0.045 | 0.02937 |
| met4 | 0.013 | 0.02492 |
| met5 | 0 | 0 |
[metrics by stage]
step / cells / instance area [µm²] / total power, W / util / worst slack, ns
after global routing: 627 / 4433 / 0.001376 / 0.4494 / 0.7638
after detailed placement: 616 / 4297 / 0.0008211 / 0.4356 / 0.9597
after floorplan: 484 / 4104 / 0.0008211 / - / 1.120
after CTS: 627 / 4433 / 0.001348 / 0.4494 / 0.8795
final: 627 / 4433 / 0.001326 / 0.4494 / 0.8790
after global placement: 616 / 4297 / 0.0008211 / 0.4356 / 1.000
[path summary, 6_finish.rpt]
| check | from | end | slack, ns | cells after the start |
|---|---|---|---|---|
| max | red_count[5]$_SDFFE_PP0N_ | color[1]$_SDFFCE_PP0P_ | 0.88 | 8 |
| max in group clk1 | filter[0]$_DFFE_PP_ | green_count[15]$_SDFFE_PP0N_ | 1.16 | 6 |
| min in group clk1 | red_count[5]$_SDFFE_PP0N_ | red_count[5]$_SDFFE_PP0N_ | 0.55 | 2 |
| min reg2reg | counter[0]$_DFF_P_ | counter[0]$_DFF_P_ | 0.43 | 1 |
| min | counter[0]$_DFF_P_ | counter[0]$_DFF_P_ | 0.43 | 1 |
| max reg2reg | red_count[5]$_SDFFE_PP0N_ | color[1]$_SDFFCE_PP0P_ | 0.88 | 8 |
[cells in the mapped netlist (2+ instances only)]
master / n / area, µm²
a21oi_1: 29 / 145.1
buf_2: 2 / 10.01
and4_1: 2 / 17.52
nor4_1: 9 / 56.30
and2_1: 2 / 12.51
xnor2_1: 31 / 271.5
or4_1: 3 / 22.52
inv_2: 2 / 7.510
a221o_1: 2 / 20.02
o21ai_0: 10 / 50.05
nand3_1: 28 / 140.1
buf_1: 2 / 7.510
clkbuf_1: 3 / 11.26
nor2_1: 56 / 210.2
a31oi_1: 2 / 12.51
dfxtp_1: 62 / 1241
o41ai_1: 2 / 17.52
a211oi_1: 4 / 30.03
inv_1: 39 / 146.4
nand2_1: 41 / 153.9
ha_1: 60 / 750.7
xor2_1: 16 / 140.1
nand4_1: 22 / 137.6
or3_1: 8 / 50.05
nand2b_1: 3 / 18.77
o21ai_1: 6 / 30.03
o211ai_1: 3 / 22.52
a22o_1: 2 / 17.52
a211o_1: 2 / 17.52
nor3_1: 4 / 20.02
edfxtp_1: 4 / 120.1
and3_1: 7 / 43.79
a21o_1: 5 / 37.54
[cell usage in the layout, fill, tap and decap left out, types with 5 or more instances in the layout]
cell | synthesis | layout
o21ai_1 | 6 | 6
dfxtp_1 | 62 | 62
nand4_1 | 22 | 22
xnor2_1 | 31 | 31
ha_1 | 60 | 60
clkbuf_8 | 0 | 9
nor2_1 | 56 | 56
nor4_1 | 9 | 9
inv_1 | 39 | 39
a21oi_1 | 29 | 29
and3_1 | 7 | 7
o21ai_0 | 10 | 10
nand2_1 | 41 | 41
xor2_1 | 16 | 16
nand3_1 | 28 | 28
a21o_1 | 5 | 5
or3_1 | 8 | 8
[logic make-up after synthesis]
logic type	count (synthesis)	share of synthesized area
xor+xnor	47	0.1003
compound gates	72	0.1113
simple gates	191	0.2293
fa+ha+maj	60	0.1829
buf+inv	48	0.04451
flops	66	0.3317
[power breakdown]
group	leakage, nW	switching [W]	total, W	internal, W
logic	1.22	0	0.00000000122	0
registers	0.546	0	0.000803	0.000803
clock network	0.0688	0.000273	0.000523	0.000250
total	1.84	0.000273	0.00133	0.00105
[critical path: stages (launching register included)]
cell	delay, ns
dfxtp_1	0.40
inv_1	0.10
ha_1	0.32
a21o_1	0.16
a221o_1	0.32
a22o_1	0.17
or4_1	0.44
o211ai_1	0.11
o21ai_1	0.09
Power is estimated from default activity; no workload was simulated.
